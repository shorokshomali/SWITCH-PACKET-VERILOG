===== design/flow/config.mk =====
export PLATFORM = sky130hd
export DESIGN_NAME = switch
export DESIGN_NICKNAME = switch
export VERILOG_FILES = /design/flow/design.v
export SDC_FILE = /design/flow/constraint.sdc
export NUM_CORES = 4
export LEC_CHECK = 1
export CORE_UTILIZATION = 40

===== design/flow/constraint.sdc =====
current_design switch

set clk_period 5.9
set clk_io_pct 0.2

create_clock -name clk0 -period $clk_period [get_ports {clk}]

set non_clock_inputs [all_inputs -no_clocks]
set_input_delay [expr $clk_period * $clk_io_pct] -clock clk0 $non_clock_inputs
set_output_delay [expr $clk_period * $clk_io_pct] -clock clk0 [all_outputs]

===== design/flow/design.v =====
`timescale 1ns / 1ps
module fifo_one_clk (rst,clk, write_data,write_req, read_data,read_data_valid, read_req, fifo_of, fifo_uf, fifo_empty, fifo_full);
parameter DATA = 8;
parameter ADDR = 10; 
     input  			rst,clk;
     input [7:0] 		write_data;
     input 				write_req, read_req;  
     output reg [7:0] 	read_data;
	 output reg			read_data_valid;
	 output reg 		fifo_of, fifo_uf;
	 output				fifo_empty, fifo_full;
   	reg [DATA-1:0] my_fifo [0:2**ADDR-1];
	reg  [ADDR-1:0] read_pointer, write_pointer;	
 assign	fifo_empty	= (read_pointer == write_pointer);
 wire	fifo_full2	= (read_pointer - write_pointer == 2'b1);
 wire	fifo_full3	= (read_pointer == write_pointer + 2'b1);
 wire [ADDR-1:0] diff = read_pointer - write_pointer;
 wire 		 fifo_full =   (diff == 1);
 wire	write_to_fifo = write_req & !fifo_full;
 wire	read_from_fifo = read_req & !fifo_empty;
   always @ (posedge clk or negedge rst)
    if (!rst)
  	 	write_pointer <= 0;
	 else if (write_to_fifo)
    	write_pointer <= write_pointer + 1;
always @ (posedge clk)
	if (write_to_fifo)
		my_fifo[write_pointer] <= write_data[7:0];
always @ (posedge clk or negedge rst) 
 	if (!rst)
  	 	fifo_of <= 0;
	 else
	   	fifo_of <= write_req & fifo_full;       		  
  always @ (posedge clk or negedge rst)
    if (!rst) 
		begin
		read_pointer 	<= 0;
 		read_data		<= 0;
		read_data_valid	<= 0;
		end
	else
	 if (read_from_fifo)
			begin
			read_data<= my_fifo[read_pointer];
			read_data_valid <= 1;
			read_pointer <=read_pointer +1;
			end
		else
			read_data_valid <= 0;
always @ (posedge clk or negedge rst) 
 	if (!rst)
  	 	fifo_uf <= 0;
	 else	  	
	 	fifo_uf <= read_req & fifo_empty; 
endmodule
`timescale 1ns / 1ps
module switch(rst,clk,write_data_0, write_data_1,dest_0,dest_1,write_req_0, write_req_1,  
data_ack_0, data_ack_1, read_data_0, read_data_1,read_data_valid_0, read_data_valid_1,source_add_0, source_add_1,
 configuration_address,configuration_data,configuration_data_valid);
parameter DATA_SWITCH  = 8;
parameter ADDR_SWITCH  = 4;
input  				rst,clk;			 
input 		[7:0] 	write_data_0, write_data_1;			 
input		[2:0]	dest_0, dest_1;  
input 				write_req_0, write_req_1; 
output				data_ack_0, data_ack_1;  
output  	[7:0] 	read_data_0, read_data_1;			 
output 				read_data_valid_0, read_data_valid_1;	 
output				source_add_0, source_add_1;
input	[3:0]		configuration_address;
input	[7:0]		configuration_data;
input				configuration_data_valid;
reg [7:0] map;
reg 	strict_rount, prioritized, write_req_0_s, write_req_1_s;
wire 	fifo_dest_0, fifo_dest_1;
reg		next_read_to_out_0, next_read_to_out_1;
wire 	fifo_of_0_0, fifo_of_0_1, fifo_of_1_0, fifo_of_1_1;
wire 	read_data_valid_0_0, read_data_valid_0_1, read_data_valid_1_0, read_data_valid_1_1;
wire 	[7:0] read_data_0_0, read_data_0_1, read_data_1_0, read_data_1_1;
reg		read_req_0_0, read_req_0_1, read_req_1_0, read_req_1_1;
wire 	fifo_empty_0_0, fifo_empty_0_1, fifo_empty_1_0, fifo_empty_1_1;
assign fifo_dest_0 = map[dest_0];
assign fifo_dest_1 = map[dest_1];
assign data_ack_0 = write_req_0_s & !(fifo_of_0_0 | fifo_of_0_1);
assign data_ack_1 = write_req_1_s & !(fifo_of_1_0 | fifo_of_1_1);
assign read_data_valid_0 = read_data_valid_0_0 | read_data_valid_1_0;
assign read_data_valid_1 = read_data_valid_0_1 | read_data_valid_1_1;
assign read_data_0 = read_data_valid_0_0 ? read_data_0_0 : read_data_1_0;
assign read_data_1 = read_data_valid_0_1 ? read_data_0_1 : read_data_1_1;
assign source_add_0 = (read_data_valid_0_0) ? 0 : 1;
assign source_add_1 = (read_data_valid_1_1) ? 1 : 0;
reg last_read_out_0, last_read_out_1;
always @ (posedge clk or negedge rst)
    if (!rst) 
		begin
		write_req_0_s <= 0;
		write_req_1_s <= 0;
		end
	else
		begin
		write_req_0_s <= write_req_0;
		write_req_1_s <= write_req_1;
		end
always @ (posedge clk or negedge rst)
    if (!rst) 
		begin
		map 			<= 8'b1111_0000;
		strict_rount 	<= 1;
		prioritized		<= 0;
		end
	else
		if (configuration_data_valid)
			case (configuration_address)
					0 : 	map <= configuration_data;
					1:		{strict_rount, prioritized} <= configuration_data[1:0];
			endcase
always @(*)
	begin
	next_read_to_out_0 = 0;  
	next_read_to_out_1 = 0;  
	if(strict_rount)
		begin
		next_read_to_out_0 = prioritized;
		next_read_to_out_1 = prioritized;
		end
	else
		begin
		next_read_to_out_0 = !last_read_out_0;
		next_read_to_out_1 = !last_read_out_1;
		end
	end
always @ (posedge clk or negedge rst)
    if (!rst) 
		begin
		last_read_out_0	<= 0; 
		last_read_out_1	<= 0;
		end
	else
		begin
		if(read_data_valid_0_0)
			last_read_out_0 <= 0;
		if(read_data_valid_1_0)
			last_read_out_0 <= 1;
		if(read_data_valid_0_1)
			last_read_out_1 <= 0;
		if(read_data_valid_1_1)
			last_read_out_1 <= 1;
		end
always @(*)
	begin
	read_req_0_0 = 0;
	read_req_1_0 = 0;
	case ({fifo_empty_0_0, fifo_empty_1_0})
		2'b11:
			begin
			read_req_0_0 = 0;
			read_req_1_0 = 0;
			end
		2'b10:
			begin
			read_req_0_0 = 0;
			read_req_1_0 = 1;
			end
		2'b01:
			begin
			read_req_0_0 = 1;
			read_req_1_0 = 0;
			end
		2'b00:
			begin
			read_req_0_0 = !next_read_to_out_0;
			read_req_1_0 = next_read_to_out_0;
			end
	default:
			begin
			read_req_0_0 = 0;
			read_req_1_0 = 0;
			end
	endcase
	end
always @(*)
	begin
	read_req_0_1 = 0;
	read_req_1_1 = 0;
	case ({fifo_empty_0_1, fifo_empty_1_1})
		2'b11:
			begin
			read_req_0_1 = 0;
			read_req_1_1 = 0;
			end
		2'b10:
			begin
			read_req_0_1 = 0;
			read_req_1_1 = 1;
			end
		2'b01:
			begin
			read_req_0_1 = 1;
			read_req_1_1 = 0;
			end
		2'b00:
			begin
			read_req_0_1 = !next_read_to_out_1;
			read_req_1_1 = next_read_to_out_1;
			end
	default:
			begin
			read_req_0_1 = 0;
			read_req_1_1 = 0;
			end
	endcase
	end		
fifo_one_clk FIFO_IN0_OUT0 (.rst			(rst),
							.clk			(clk), 
							.write_data		(write_data_0),
							.write_req		(write_req_0& !fifo_dest_0), 
							.read_data		(read_data_0_0),
							.read_data_valid(read_data_valid_0_0), 
							.read_req		(read_req_0_0), 
							.fifo_of		(fifo_of_0_0), 
							.fifo_uf		(), 
							.fifo_empty		(fifo_empty_0_0), 
							.fifo_full		());
defparam FIFO_IN0_OUT0.DATA=DATA_SWITCH,FIFO_IN0_OUT0.ADDR = ADDR_SWITCH; 
fifo_one_clk FIFO_IN0_OUT1 (.rst			(rst),
							.clk			(clk), 
							.write_data		(write_data_0),
							.write_req		(write_req_0& fifo_dest_0), 
							.read_data		(read_data_0_1),
							.read_data_valid(read_data_valid_0_1), 
							.read_req		(read_req_0_1), 
							.fifo_of		(fifo_of_0_1), 
							.fifo_uf		(), 
							.fifo_empty		(fifo_empty_0_1), 
							.fifo_full		());
defparam FIFO_IN0_OUT1.DATA=DATA_SWITCH,FIFO_IN0_OUT1.ADDR = ADDR_SWITCH; 
fifo_one_clk FIFO_IN1_OUT0 (.rst			(rst),
							.clk			(clk), 
							.write_data		(write_data_1),
							.write_req		(write_req_1 & !fifo_dest_1), 
							.read_data		(read_data_1_0),
							.read_data_valid(read_data_valid_1_0), 
							.read_req		(read_req_1_0), 
							.fifo_of		(fifo_of_1_0), 
							.fifo_uf		(), 
							.fifo_empty		(fifo_empty_1_0), 
							.fifo_full		());
defparam FIFO_IN1_OUT0.DATA=DATA_SWITCH,FIFO_IN1_OUT0.ADDR = ADDR_SWITCH; 
fifo_one_clk FIFO_IN1_OUT1 (.rst			(rst),
							.clk			(clk), 
							.write_data		(write_data_1),
							.write_req		(write_req_1 & fifo_dest_1), 
							.read_data		(read_data_1_1),  
							.read_data_valid(read_data_valid_1_1), 
							.read_req		(read_req_1_1), 
							.fifo_of		(fifo_of_1_1), 
							.fifo_uf		(), 
							.fifo_empty		(fifo_empty_1_1), 
							.fifo_full		());
defparam FIFO_IN1_OUT1.DATA=DATA_SWITCH,FIFO_IN1_OUT1.ADDR = ADDR_SWITCH; 
endmodule

===== design/flow/run.sh =====
#!/bin/bash
# OpenROAD 26Q1-2900-gdf79404cd8, Yosys 0.63+post, stock flow scripts
make -C /OpenROAD-flow-scripts/flow DESIGN_CONFIG=/design/flow/config.mk WORK_HOME=/design/flow/orfs finish

==> summary.txt <==
run results: outcome=complete, no violations, YS warnings=2, Clock Pin Slew Worst Setup and Hold Paths=0.06 ns, post-cts hold-fix buffer tally=0, crit-path max FO=13, # IOs=61, r2r worst-path depth=7, via count=11,810, Internal=9794 uW, CTS Sinks=598, Worst setup EP type=flop, fin crit share=0.5942, tool warnings=37, Final TNS setup=0 ns, main flop type=edfxtp_1, IO Port Bufs=60, initial antenna violation count=0, sequential area share after synthesis=0.7122, Post-CTS Resized=0, buffer depth of the longest clock path=3, DRC=0, FF-to-FF End=FIFO_IN0_OUT1.my_fifo[4][1]$_DFFE_PP_, CP most frequent cell=a21oi_1, FP Core Util=0.4064, synthesis-stage register bit count=598, # H-tree levels=2, average size of a mapped cell=19.40 sq um, FFs w/ async S/R, synth=0.1438, RSZ-0062 raised after global routing=false, Avg WL per Cell=22.95 microns, maximum clock rate=0.2852 GHz, Post-DRT Antenna Nets=0, CTS tree=yes, Global Route Usage Sum=0.1815, Core Box Area=60,580 sq um, Synth Cell Area=24,620 sq um, Root Buffer=clkbuf_16, Post-Route WL=50.49 mm, min-delay src=FIFO_IN1_OUT0.read_data_valid$_DFF_PN0_, PwrDens=496.1 nW/um^2, Final Hold Fails=0, count leader, synth=edfxtp_1, Synth Instances=1,269, Critical-path top delay cell=nor4b_2, yosys stat area=24,620 sq um, cell type with the largest total area after synthesis=edfxtp_1, Worst path max stage delay=0.85 ns, maximum number of pins on one net before global-route repair=54, CTS Buf Count=60, area grow syn2layout=14.66%, Slew headroom=0.3518, Critical Path Source=FIFO_IN0_OUT1.write_pointer[2]$_DFFE_PN0P_, CP required=6.12 ns, Crit path arrival time=3.73 ns, Setup Fix Bufs, Post-CTS=0, reg2reg setup slack=2.39 ns, min Tclk post-route=3.506 ns, Die ar.=62,550 sq um, top-area cell type share of the netlist area=0.6245, worst-path cell chain=clkinv_1 > ha_1 > a21oi_1 > a21o_1 > a21oi_1 > or2_1 > nor4b_2, sequential share of power=0.389, first-pass GRT wire length=78.32 mm, Hold Path Stages=1, Setup-failing EPs final=0, row count=90, # Max-Cap Violations=0, skew final=0.008975 ns, Pwr Total=14,000 uW, routability cong.=0.8350, part of the power in combinational logic=0.317, Clock Latency Late Sink=0.61 ns, Slew Viols, Final=0, Unique cell types=56, Iteration-0 DRC Markers=692, detailed-placement wirelength estimate=31.61 mm, vias in the first global route=13,100, Worst Tran Pin Value=0.9642 ns, number of enable flip-flop cells=512, Hold Path End=last_read_out_0$_DFFE_PN0P_, reg-to-reg startpoint=FIFO_IN0_OUT1.write_pointer[2]$_DFFE_PN0P_, GRT overflow=0, Die Span X=250.1 microns, Psw=4211 uW, yosys cell count=1,269, die height=250.1 microns, VDD IR max=0.2482 mV, Sw Ratio=0.3007, Tightest Hold Check Type=flop to flop, Worst Path Class, Setup=flop to flop, # diodes=0, Leak=0.009634 uW, share of layout cells above drive strength 1=0.2433, Via-to-Cell Ratio=5.366, TritonRoute pass-1 iters=4, clock share of power=0.293, crit path launch type=flop, commonest cells in the synthesized netlist=edfxtp_1, mux4_2, dfrtp_1, mux2_2, and3_1, top cells by area=edfxtp_1, mux4_2, dfrtp_1
layer usage:
layer	vias to the layer above	global-route usage	routed length, microns
li1	5297	-	-
met3	59	0.1136	6466
met4	2	0.02244	666
met2	527	0.2687	24030
met5	-	0.01313	110
met1	5920	0.2479	19220
final cells by class:
class	instances	area, sq um
multi-input combinational	585	6551
tap	782	978.4
inverter	23	86.33
fill	4945	32350
sequential	598	17540
clock inverter	43	613.1
timing repair buffer	102	913.4
clock buffer	67	1549
worst max-delay path: cells and delay by family (launching register included):
family | cells | cell delay [ns]
fa+ha+maj | 1 | 0.44
compound gates | 3 | 0.48
simple gates | 2 | 1.28
flops | 1 | 0.57
buf+inv | 1 | 0.35
per-stage QoR:
stage / hold slack [ns] / area, sq um / setup slack, ns / cells / utilization
final: 0.4505 / 28230 / 2.394 / 2200 / 0.4660
after global routing: 0.4732 / 28230 / 2.146 / 2200 / 0.4660
after CTS: 0.4527 / 28230 / 2.415 / 2200 / 0.4660
after detailed placement: 0.4324 / 26070 / 1.818 / 2090 / 0.4303
after global placement: 0.4330 / 26070 / 1.900 / 2090 / 0.4303
after floorplan: 0.4198 / 24620 / 2.496 / 1269 / -
state kept, by name (all words and copies together) (netlist names), 8 cells and up:
name / flops
FIFO_IN0_OUT0.my_fifo: 128
FIFO_IN0_OUT1.my_fifo: 128
FIFO_IN1_OUT0.my_fifo: 128
FIFO_IN1_OUT1.my_fifo: 128
FIFO_IN0_OUT0.read_data: 8
FIFO_IN0_OUT1.read_data: 8
FIFO_IN1_OUT0.read_data: 8
FIFO_IN1_OUT1.read_data: 8
map: 8
power by group through the flow:
stage | sequential, uW | combinational, uW | clock, uW
4_1_cts | 5460 | 4540 | 4200
5_1_grt | 5510 | 4890 | 4360
6_report | 5450 | 4440 | 4110
cells by family (layout without fill, tap and decap cells):
family | count (synthesis) | in the layout | share of synthesized area
flip-flops | 598 | 598 | 0.7122
multiplexers | 235 | 235 | 0.1665
AND/OR/NAND/NOR | 194 | 194 | 0.04523
AND-OR/OR-AND | 88 | 88 | 0.02292
buffers and inverters | 86 | 235 | 0.02226
adder cells (fa/ha/maj) | 36 | 36 | 0.01952
XOR/XNOR | 32 | 32 | 0.01138
cell usage in the layout (no fill, tap or decap), types with 5 or more instances in the layout:
cell type,netlist,layout
edfxtp_1,512,512
clkinvlp_4,0,6
nor3_1,15,15
dfrtp_1,81,77
nor3b_1,6,6
mux2i_1,38,38
nor2_1,16,16
mux4_2,116,116
nand3_1,11,11
buf_4,12,43
mux4_1,12,12
a21oi_1,33,33
mux2_2,65,65
bufinv_16,0,15
clkbuf_16,0,61
and2_1,18,18
xnor2_1,17,17
a211oi_1,25,25
clkbuf_1,14,6
clkinv_1,1,10
dfstp_2,5,5
o21ai_0,16,16
xor2_1,15,15
ha_1,32,32
and3_1,42,42
clkdlybuf4s50_1,0,59
inv_1,22,22
nor2b_1,30,30
nand2_1,29,29
clkinv_2,0,8
worst max-delay path by stage:
stage | end | slack, ns
CTS | FIFO_IN0_OUT1.my_fifo[1][0]$_DFFE_PP_ | 2.41
global route | FIFO_IN0_OUT1.my_fifo[1][0]$_DFFE_PP_ | 2.15
finish | FIFO_IN0_OUT1.my_fifo[4][1]$_DFFE_PP_ | 2.39
Power figures rest on the tool's default switching activity, not on a simulated workload.
